===== flow/design.v =====
module ALU_control (
  input [3:0] funct,
  input [1:0] ALUOp,
  output [3:0] ALUSel_temp
  );
    assign ALUSel_temp[3]=(ALUOp[1]&~ALUOp[0])|(ALUOp[0]&funct[2]&funct[1]);
    assign ALUSel_temp[2]=ALUOp[0]&((funct[2]&~funct[1])|(~funct[2]&funct[1]&funct[0]));
    assign ALUSel_temp[1]=(ALUOp[1]&~ALUOp[0])|(ALUOp[0]&((~funct[2]&funct[1]&~funct[0])|(~funct[1]&funct[0])));
    assign ALUSel_temp[0]=(ALUOp[1]&ALUOp[0]&~funct[2]&~funct[1]&~funct[0]) ? 1'b0 : ALUOp[0]&(funct[3]&~funct[2]&~funct[1]&~funct[0]|(funct[3]&funct[2]&~funct[1]&funct[0])|(~funct[2]&funct[1]&~funct[0])|(funct[2]&~funct[1]&~funct[0])|(funct[2]&funct[1]&funct[0]));
endmodule
module branch_comp(
  input [2:1] funct,  
  input [31:0] dataA,  
  input [31:0] dataB,  
  output BrEq,  
  output BrLT  
  );
  wire BrUn; 
  wire BrEq_temp;
  wire BrLT_temp;
  wire [9:0] Oeq_temp;
  wire [9:0] Olt_temp;
  wire [9:0] Obt_temp;
  genvar i;
  generate
    for(i=0;i<8;i=i+1)
      begin:comp
        fourbits_comp fourbits_comp_i(
          .A(dataA[3+4*i:4*i]),
          .B(dataB[3+4*i:4*i]),
          .Ieq(1'b1),
          .Ilt(1'b0),
          .Ibt(1'b0),
          .Oeq(Oeq_temp[i]),
          .Olt(Olt_temp[i]),
          .Obt(Obt_temp[i])
        );
      end
  endgenerate
  fourbits_comp fourbits_comp_8(
    .A(Obt_temp[3:0]),
    .B(Olt_temp[3:0]),
    .Ieq(1'b1),
    .Ilt(1'b0),
    .Ibt(1'b0),
    .Oeq(Oeq_temp[8]),
    .Olt(Olt_temp[8]),
    .Obt(Obt_temp[8])
  );
  fourbits_comp fourbits_comp_9(
    .A(Obt_temp[7:4]),
    .B(Olt_temp[7:4]),
    .Ieq(1'b1),
    .Ilt(1'b0),
    .Ibt(1'b0),
    .Oeq(Oeq_temp[9]),
    .Olt(Olt_temp[9]),
    .Obt(Obt_temp[9])
  );
  assign BrEq_temp=(~Obt_temp[9]&~Olt_temp[9]|Obt_temp[9]&Olt_temp[9])&(~Obt_temp[8]&~Olt_temp[8]|Obt_temp[8]&Olt_temp[8]);
  assign BrLT_temp=~Obt_temp[9]&Olt_temp[9]|(~Obt_temp[8]&~Olt_temp[8])&(~Obt_temp[8]&Olt_temp[8]);
  assign BrUn=funct[2]&funct[1];
  assign BrLT=BrUn&BrLT_temp|~BrUn&~(dataA[31]^dataB[31])&BrLT_temp|~BrUn&dataA[31]&~dataB[31];
  assign BrEq=BrUn&BrEq_temp|~BrUn&~(dataA[31]^dataB[31])&BrEq_temp;
endmodule 
module fourbits_comp(
  input [3:0] A, 
  input [3:0] B,
  input Ieq,
  input Ilt,
  input Ibt,
  output Oeq,
  output Olt,
  output Obt
);
  wire xnor0, xnor1, xnor2, xnor3;
  wire lt3, lt2, lt1, lt0, bt3, bt2, bt1, bt0;
  assign xnor3=~(A[3]^B[3]),
         xnor2=~(A[2]^B[2]),
         xnor1=~(A[1]^B[1]),
         xnor0=~(A[0]^B[0]);
  assign lt3=~A[3]&B[3],
         lt2=~A[2]&B[2],
         lt1=~A[1]&B[1],
         lt0=~A[0]&B[0];
  assign bt3=A[3]&~B[3],
         bt2=A[2]&~B[2],
         bt1=A[1]&~B[1],
         bt0=A[0]&~B[0];
  assign Oeq=xnor3&xnor2&xnor1&xnor0&Ieq;
  assign Olt=lt3|xnor3&lt2|xnor3&xnor2&lt1|xnor3&xnor2&xnor1&lt0|xnor3&xnor2&xnor1&xnor0&Ilt;
  assign Obt=bt3|xnor3&bt2|xnor3&xnor2&bt1|xnor3&xnor2&xnor1&bt0|xnor3&xnor2&xnor1&xnor0&Ibt;
endmodule
module main_decoder (
        input [6:2] opcode,
        output R,  
        output I_L,  
        output I_C,  
        output JALR,  
        output S,  
        output B,  
        output LUI,  
        output AUIPC,  
        output JAL,  
        output [2:0] ImmSel_temp,  
        output [1:0] ALUOp  
  );
  assign R=opcode[5]&opcode[4]&~opcode[2];
  assign I_L=~opcode[5]&~opcode[4];
  assign I_C=~opcode[5]&opcode[4]&~opcode[2];
  assign JALR=~opcode[4]&~opcode[3]&opcode[2];
  assign S=~opcode[6]&opcode[5]&~opcode[4];
  assign B=opcode[6]&opcode[5]&~opcode[2];
  assign LUI=opcode[5]&opcode[4]&opcode[2];
  assign AUIPC=~opcode[5]&opcode[2];
  assign JAL=opcode[3]&opcode[2];
  assign ALUOp[0]=R|I_C, 
         ALUOp[1]=LUI|I_C;
  assign ImmSel_temp[0]=S|LUI|AUIPC, 
         ImmSel_temp[1]=B|LUI|AUIPC, 
         ImmSel_temp[2]=JAL;
endmodule
module out_buffer (
  input clk,
  input PCSel_temp, RegWEn_temp, ASel_temp, BSel_temp, MemRW_temp,
  input [2:0] DataRSel_temp, ImmSel_temp,
  input [1:0] DataWSel_temp, WBSel_temp,
  input [3:0] ALUSel_temp,
  output reg PCSel, RegWEn, ASel, BSel, MemRW,
  output reg [2:0] DataRSel, ImmSel,
  output reg [1:0] DataWSel, WBSel,
  output reg [3:0] ALUSel
  );
always @(posedge clk) begin
    PCSel<=PCSel_temp; RegWEn<=RegWEn_temp; ASel<=ASel_temp; BSel<=BSel_temp; MemRW<=MemRW_temp;
    DataRSel<=DataRSel_temp; ImmSel<=ImmSel_temp;
    DataWSel<=DataWSel_temp; WBSel<=WBSel_temp;
    ALUSel<=ALUSel_temp;
end
endmodule
module pipeline_reg (
  input clk,
  input BrEq_in,
  input BrLT_in,
  input [3:0] funct_in,
  input [1:0] ALUOp_in,
  input [2:0] ImmSel_in,
  input R_in,
  input I_L_in,
  input I_C_in,
  input JALR_in,
  input S_in,
  input B_in,
  input LUI_in,
  input AUIPC_in,
  input JAL_in,
  output reg BrEq_out,
  output reg BrLT_out,
  output reg [3:0] funct_out,
  output reg [1:0] ALUOp_out,
  output reg [2:0] ImmSel_out,
  output reg R_out,
  output reg I_L_out,
  output reg I_C_out,
  output reg JALR_out,
  output reg S_out,
  output reg B_out,
  output reg LUI_out,
  output reg AUIPC_out,
  output reg JAL_out
);
  always @(posedge clk) begin
    BrEq_out<=BrEq_in; BrLT_out<=BrLT_in; funct_out<=funct_in; ALUOp_out<=ALUOp_in; ImmSel_out<=ImmSel_in;
    R_out<=R_in; I_L_out<=I_L_in; I_C_out<=I_C_in; JALR_out<=JALR_in; S_out<=S_in; B_out<=B_in;
    LUI_out<=LUI_in; AUIPC_out<=AUIPC_in; JAL_out<=JAL_in;
  end
endmodule
module sub_decoder (
      input [2:0] funct,
      input R,  
      input I_L,  
      input I_C,  
      input JALR,  
      input S,  
      input B,  
      input LUI,  
      input AUIPC,  
      input JAL,  
      input BrEq,  
      input BrLT,  
      output PCSel_temp,  
      output reg RegWEn_temp,  
      output reg ASel_temp,  
      output reg BSel_temp,  
      output reg [1:0] DataWSel_temp,  
      output reg MemRW_temp,  
      output reg [2:0] DataRSel_temp,  
      output reg [1:0] WBSel_temp  
); 
  wire J, Eq, Un_Eq, LT, Un_LT;
  assign J=JAL|JALR;
  assign Eq=B&~funct[2]&~funct[0]&BrEq,
         Un_Eq=B&~funct[2]&funct[0]&~BrEq,
         LT=B&funct[2]&~funct[0]&BrLT,
         Un_LT=B&funct[2]&funct[0]&~BrLT;
  assign PCSel_temp=J|Eq|Un_Eq|LT|Un_LT;
  always @(*) begin
    RegWEn_temp=(S|B==1) ? 1'b0 : 1'b1;
    ASel_temp=(B|AUIPC|JAL==1) ? 1'b1 : 1'b0;
    BSel_temp=~R;
    if(S) begin
      if(~funct[1]&~funct[0]) DataWSel_temp=2'b01;  
        else if(funct[0]) DataWSel_temp=2'b11;  
        else DataWSel_temp=2'b00;  
    end else DataWSel_temp=2'b00;  
    MemRW_temp=S;
    if(I_L) begin
      if(~funct[2]&~funct[1]&~funct[0]) DataRSel_temp=3'b001;  
        else if(~funct[2]&funct[0]) DataRSel_temp=3'b010;  
        else if(funct[2]&~funct[0]) DataRSel_temp=3'b011;  
        else if(funct[2]&funct[0]) DataRSel_temp=3'b100;  
        else DataRSel_temp=3'b000;  
    end else DataRSel_temp=3'b000;  
    if(I_L) WBSel_temp=2'b00;
      else if(JALR|JAL) WBSel_temp=2'b10;
      else WBSel_temp=2'b01;
  end
endmodule
module top_module (
  input clk,
  input [3:0] funct,
  input [6:2] opcode,
  input [31:0] dataA,
  input [31:0] dataB,
  output PCSel,
  output [2:0] ImmSel,
  output RegWEn,
  output ASel,
  output BSel,
  output [3:0] ALUSel,
  output [1:0] DataWSel,
  output MemRW,
  output [2:0] DataRSel,
  output [1:0] WBSel
  );
  wire R, I_L, I_C, JALR, S, B, LUI, AUIPC, JAL,
       R_out, I_L_out, I_C_out, JALR_out, S_out, B_out, LUI_out, AUIPC_out, JAL_out;
  wire BrEq, BrLT,
       BrEq_out, BrLT_out;
  wire [1:0] ALUOp, ALUOp_out;
  wire PCSel_temp, RegWEn_temp, ASel_temp, BSel_temp, MemRW_temp;
  wire [2:0] DataRSel_temp, ImmSel_temp, ImmSel_out;
  wire [1:0] DataWSel_temp, WBSel_temp;
  wire [3:0] ALUSel_temp;
  wire [3:0] funct_out;
  main_decoder main_decoder(
            .opcode(opcode),
            .R(R),
            .I_L(I_L),
            .I_C(I_C),
            .JALR(JALR),
            .S(S),
            .B(B),
            .LUI(LUI),
            .AUIPC(AUIPC),
            .JAL(JAL),
            .ImmSel_temp(ImmSel_temp),
            .ALUOp(ALUOp)
  );
  ALU_control ALU_control(
            .funct(funct_out),
            .ALUOp(ALUOp_out),
            .ALUSel_temp(ALUSel_temp)
  );
  branch_comp branch_comp(
            .funct(funct[2:1]),
            .dataA(dataA),
            .dataB(dataB),
            .BrEq(BrEq),
            .BrLT(BrLT)
  );
  pipeline_reg pipeline_reg(
            .clk(clk),
            .BrEq_in(BrEq),
            .BrLT_in(BrLT),
            .funct_in(funct),
            .ALUOp_in(ALUOp),
            .ImmSel_in(ImmSel_temp),
            .R_in(R),
            .I_L_in(I_L),
            .I_C_in(I_C),
            .JALR_in(JALR),
            .S_in(S),
            .B_in(B),
            .LUI_in(LUI),
            .AUIPC_in(AUIPC),
            .JAL_in(JAL),
            .BrEq_out(BrEq_out),
            .BrLT_out(BrLT_out),
            .funct_out(funct_out),
            .ALUOp_out(ALUOp_out),
            .ImmSel_out(ImmSel_out),
            .R_out(R_out),
            .I_L_out(I_L_out),
            .I_C_out(I_C_out),
            .JALR_out(JALR_out),
            .S_out(S_out),
            .B_out(B_out),
            .LUI_out(LUI_out),
            .AUIPC_out(AUIPC_out),
            .JAL_out(JAL_out)  
  );
  sub_decoder sub_decoder(
            .funct(funct_out[2:0]),
            .R(R_out),
            .I_L(I_L_out),
            .I_C(I_C_out),
            .JALR(JALR_out),
            .S(S_out),
            .B(B_out),
            .LUI(LUI_out),
            .AUIPC(AUIPC_out),
            .JAL(JAL_out),
            .BrEq(BrEq_out),
            .BrLT(BrLT_out),
            .PCSel_temp(PCSel_temp),
            .RegWEn_temp(RegWEn_temp),
            .ASel_temp(ASel_temp),
            .BSel_temp(BSel_temp),
            .DataWSel_temp(DataWSel_temp),
            .MemRW_temp(MemRW_temp),
            .DataRSel_temp(DataRSel_temp),
            .WBSel_temp(WBSel_temp)         
  );
  out_buffer out_buffer(
            .clk(clk),
            .PCSel_temp(PCSel_temp),
            .RegWEn_temp(RegWEn_temp),
            .ASel_temp(ASel_temp),
            .BSel_temp(BSel_temp),
            .MemRW_temp(MemRW_temp),
            .DataRSel_temp(DataRSel_temp),
            .ImmSel_temp(ImmSel_out),
            .DataWSel_temp(DataWSel_temp),
            .WBSel_temp(WBSel_temp),
            .ALUSel_temp(ALUSel_temp),
            .PCSel(PCSel),
            .RegWEn(RegWEn),
            .ASel(ASel),
            .BSel(BSel),
            .MemRW(MemRW),
            .DataRSel(DataRSel),
            .ImmSel(ImmSel),
            .DataWSel(DataWSel),            
            .WBSel(WBSel),
            .ALUSel(ALUSel)       
  );
endmodule

===== flow/run.sh =====
#!/bin/bash
# OpenROAD 26Q1-2900-gdf79404cd8, Yosys 0.63+post, stock flow scripts
make -C /OpenROAD-flow-scripts/flow DESIGN_CONFIG=/design/flow/config.mk WORK_HOME=/design/flow/orfs finish

===== flow/config.mk =====
export PLATFORM = sky130hd
export DESIGN_NAME = top_module
export DESIGN_NICKNAME = top_module
export VERILOG_FILES = /design/flow/design.v
export SDC_FILE = /design/flow/constraint.sdc
export NUM_CORES = 4
export LEC_CHECK = 1
export CORE_UTILIZATION = 40

===== flow/constraint.sdc =====
current_design top_module

set clk_period 2.1
set clk_io_pct 0.2

create_clock -name clk0 -period $clk_period [get_ports {clk}]

set non_clock_inputs [all_inputs -no_clocks]
set_input_delay [expr $clk_period * $clk_io_pct] -clock clk0 $non_clock_inputs
set_output_delay [expr $clk_period * $clk_io_pct] -clock clk0 [all_outputs]

==> flow_metrics.tcl <==
# metrics dict for downstream scripts
set metrics [dict create \
    status "finished, violations left" \
    violated_checks "negative setup slack" \
    antenna_found_initial 0 \
    timing.setup.critical_path_class "in -> reg" \
    chipWidth_um 82.91 \
    total_power_mw 2.034 \
    synth.distinct_cells 35 \
    detailedRoute.firstPassIterationCount 4 \
    synth_xor_xnor_area_share_pct 0.3344 \
    grt_start_max_net_pins 13 \
    clockBufferDepth 2 \
    dp_slack_ps -760.8 \
    post_drt_via_cell_ratio 4.515 \
    ctsRootBufferMaster "sky130_fd_sc_hd__clkbuf_8" \
    core_area_um2 6350 \
    max_stage_delay_ps 300 \
    top_usage_layer "met2" \
    die_area_um2 6874 \
    placed_area_um2 3944 \
    critPathMaxFanout 3 \
    htreeDepth 2 \
    netlist_logic_family_top "adder cells" \
    ys_seq_share_pct 27.52 \
    portBuffers 92 \
    boundaryPins 93 \
    r2r_setup_slack_ps 940 \
    hold_path_class "reg -> reg" \
    dp.final_hpwl_mm 4.057 \
    compound_gate_portion_of_the_synthesized_area_pct 15.81 \
    crit_path_top_delay_cell "sky130_fd_sc_hd__ha_2" \
    cellLeakagePower_nw 2.147 \
    ir_drop_v 0.0006481 \
    first_global_vias 2349 \
    layout.cell_area.non_filler_um2 4339 \
    gr-usage-met3_pct 3.330 \
    share_of_synthesized_area_spent_on_multiplexers_pct 0.3822 \
    detail-route-antenna-nets 0 \
    cts.clk_slew.worst_paths_ps 70 \
    maxClockFrequency_mhz 471.7 \
    max_cap_violations 0 \
    syn_avg_cell_area_um2 8.287 \
    rsz0062_at_grt "true" \
    finalSetupViolCount 1 \
    fin_worst_skew_ps 3.805 \
    detail_route.wl_per_cell_um 9.357 \
    routed_wl_mm 4.922 \
    residual_overflow_from_global_routing 0 \
    rows 29 \
    synthesis_stage_register_bit_count 36 \
    syn_inst 316 \
    cts_tree "done" \
    cts.sinks 36 \
    antenna_cells_inserted 0 \
    finalMaxSlewViolations 0 \
    ys_area_um2 2619 \
    initCoreUtil_pct 41.24 \
    count_of_warning_messages_emitted_by_the_tools 60 \
    pin_slew_with_the_least_headroom_to_its_limit_ps 376.3 \
    placed_cells_incl_taps 508 \
    synth-simple-area-share_pct 17.63 \
    cts_made_buffers 5 \
    most-common-layout-cells "55 x sky130_fd_sc_hd__clkdlybuf4s50_1, 44 x sky130_fd_sc_hd__inv_1, 39 x sky130_fd_sc_hd__ha_1" \
    grt_pass1_wl_mm 9.232 \
    path_cells "buf_8 -> ha_4 -> nand2_2 -> nor2_2 -> o21ai_2 -> nand2b_4 -> a21o_1 -> ha_4 -> a21o_1 -> a21oi_2 -> o21ai_2 -> ha_2 -> nand2_1 -> a31oi_1" \
    worstPathRequired_ps 2310 \
    dr.first_iter.drc_count 49 \
    finalWeightedCongestion 0.7702 \
    drive_gt1_share_pct 26.73 \
    fin_tns_setup_ps -19.88 \
    area_share_of_fa_ha_maj_cells_after_synthesis_pct 30.10 \
    critPathBufInv 1 \
    cp-end-kind "register" \
    min_period_over_period_pct 100.9 \
    slew-limit-headroom_pct 74.88 \
    die_h_um 82.91 \
    globalRouteMet2Util_pct 27.05 \
    layout.cells.non_filler 526 \
    lay_top_count "sky130_fd_sc_hd__clkdlybuf4s50_1" \
    timing.final.hold_violations 0 \
    final.min_clock_period_ps 2120 \
    worst_path_dominant_cell_family "AND-OR/OR-AND gates" \
    clock_insertion_delay_worst_skew_ps 280 \
    startpoint_type "input pin" \
    postLayoutCoreUtil_pct 68.34 \
    fin_worst_setup_slack_ps -19.88 \
    post_synth_instance_area_um2 2619 \
    number_of_vias_in_the_routed_layout 2375 \
    grt_use_total_pct 15.65 \
    areaGrowthSynthToFinish_pct 65.70 \
    powerDensity_nw_per_um2 468.8 \
    route.detailed.drc 0 \
    hold_slack_ps 331.4 \
    yosysWarningCount 3 \
    worst-endpoint-arrival_ps 2330 \
    yosysCellCount 316 \
    gr-usage-met1_pct 21.26 \
]
area by class of cell:
class | instances | area [um2]
Clock inverter | 2 | 10.01
Clock buffer | 6 | 82.58
Timing Repair Buffer | 127 | 1145
Sequential cell | 36 | 720.7
Multi-Input combinational cell | 223 | 2073
Inverter | 55 | 211.5
Fill cell | 525 | 2011
Tap cell | 77 | 96.34
registers in the layout, summed over array words and instances, names as in the netlist, 2 cells and up:
signal,count
pipeline_reg.ImmSel_out,2
out_buffer.ALUSel,4
pipeline_reg.funct_out,4
pipeline_reg.ALUOp_out,2
out_buffer.WBSel,2
out_buffer.DataWSel,2
out_buffer.ImmSel,3
out_buffer.DataRSel,3
cells by family (layout without fill, tap and decap cells):
group / Yosys count / count (layout)
adders and majority gates: 63 / 63
xor gates and xnor gates: 1 / 1
DFF: 36 / 36
buffers and inverters: 57 / 190
muxes: 1 / 1
and+or+nand+nor: 90 / 90
AOI/OAI and AO/OA: 68 / 68
final timing paths:
| kind | end | cells past startpoint | start |
|---|---|---|---|
| min | out_buffer.ImmSel[1] | 0 | pipeline_reg.ImmSel_out[1] |
| max | pipeline_reg.BrEq_out | 14 | dataB[25] |
| min reg2reg | out_buffer.ImmSel[1] | 0 | pipeline_reg.ImmSel_out[1] |
| max reg2reg | out_buffer.PCSel | 4 | pipeline_reg.funct_out[2] |
synthesized netlist by cell type:
master | number | area share (%)
sky130_fd_sc_hd__o21ai_0 | 5 | 0.96
sky130_fd_sc_hd__a221o_1 | 1 | 0.38
sky130_fd_sc_hd__and3_1 | 1 | 0.24
sky130_fd_sc_hd__inv_1 | 53 | 7.6
sky130_fd_sc_hd__or3_1 | 2 | 0.48
sky130_fd_sc_hd__xnor2_1 | 1 | 0.33
sky130_fd_sc_hd__nor3_1 | 6 | 1.1
sky130_fd_sc_hd__and3b_1 | 1 | 0.33
sky130_fd_sc_hd__nand2_4 | 1 | 0.43
sky130_fd_sc_hd__dfxtp_1 | 36 | 28
sky130_fd_sc_hd__a21o_1 | 16 | 4.6
sky130_fd_sc_hd__a31oi_1 | 3 | 0.72
sky130_fd_sc_hd__nand2b_1 | 14 | 3.3
sky130_fd_sc_hd__buf_2 | 1 | 0.19
sky130_fd_sc_hd__and2_1 | 3 | 0.72
sky130_fd_sc_hd__mux2i_1 | 1 | 0.38
sky130_fd_sc_hd__nand2_2 | 1 | 0.24
sky130_fd_sc_hd__nor2b_1 | 5 | 1.2
sky130_fd_sc_hd__nor2_1 | 22 | 3.2
sky130_fd_sc_hd__a221oi_1 | 2 | 0.67
sky130_fd_sc_hd__nand3_1 | 5 | 0.96
sky130_fd_sc_hd__and3_4 | 1 | 0.43
sky130_fd_sc_hd__inv_2 | 2 | 0.29
sky130_fd_sc_hd__and2b_1 | 1 | 0.29
sky130_fd_sc_hd__a21boi_1 | 1 | 0.29
sky130_fd_sc_hd__a32o_1 | 1 | 0.38
sky130_fd_sc_hd__o21ai_1 | 16 | 3.1
sky130_fd_sc_hd__nand2_1 | 22 | 3.2
sky130_fd_sc_hd__clkbuf_1 | 1 | 0.14
sky130_fd_sc_hd__a21oi_1 | 19 | 3.6
sky130_fd_sc_hd__nor3_2 | 1 | 0.38
sky130_fd_sc_hd__nor3b_1 | 4 | 1.1
sky130_fd_sc_hd__a211oi_1 | 2 | 0.57
sky130_fd_sc_hd__ha_1 | 63 | 30
sky130_fd_sc_hd__o21a_1 | 2 | 0.57
where the power goes:
| part | internal, mW | total [mW] | switching, mW |
|---|---|---|---|
| Clock | 0.261 | 0.487 | 0.226 |
| Sequential | 0.732 | 0.753 | 0.0214 |
| Combinational | 0.465 | 0.794 | 0.329 |
per-layer routing:
metal / up-vias / part of all wire (%)
li1: 1304 / -
met1: 1007 / 47
met2: 59 / 46
met3: 5 / 5.7
met4: 0 / 1.1
met5: - / 0
repair_timing:
item | 4_1_cts | 5_1_grt
hold buffers | 0 | 0
endpoints found under the setup margin | 2 | 2
setup buffers | 8 | 2
pin swaps | 40 | 35
gates resized | 92 | 33
Power figures rest on the tool's default switching activity, not on a simulated workload.
